==> constraint.sdc <==
current_design SomadorSubtratorCompleto

set clk_period 4.1
set clk_io_pct 0.2

create_clock -name clk0 -period $clk_period

set non_clock_inputs [all_inputs -no_clocks]
set_input_delay [expr $clk_period * $clk_io_pct] -clock clk0 $non_clock_inputs
set_output_delay [expr $clk_period * $clk_io_pct] -clock clk0 [all_outputs]
==> design.v <==
module SomadorSubtratorCompleto(
  input [3:0]A,
  input [3:0]B,
  input M,
  output [4:0]resultado
);
  wire [4:0]soma;
  wire [4:0]tEntrada;
  SomadorUmBit somadorUm(
    A[0],
    B[0] ^ M,
    M,
    soma[0],
    tEntrada[0]
  );
  SomadorUmBit somadorDois(
    A[1],
    B[1] ^ M,
    tEntrada[0],
    soma[1],
    tEntrada[1]
  );
  SomadorUmBit somadorTres(
    A[2],
    B[2] ^ M,
    tEntrada[1],
    soma[2],
    tEntrada[2]
  );
  SomadorUmBit somadorQuatro(
    A[3],
    B[3] ^ M,
    tEntrada[2],
    soma[3],
    tEntrada[3]
  );
  SomadorUmBit somadorCinco(
    0,
    M,
    tEntrada[3],
    soma[4],
    tEntrada[4]
  );
  assign resultado[0] = soma[0];
  assign resultado[1] = soma[1];
  assign resultado[2] = soma[2];
  assign resultado[3] = soma[3];
  assign resultado[4] = soma[4];
endmodule
module SomadorUmBit(
	input a,
	input b,
	input tEntrada,
	output soma,
	output tSaida
);
	assign soma = (a ^ b) ^ tEntrada;  
	assign tSaida = (b & tEntrada) | (a & tEntrada) | (a & b);  
endmodule
==> config.mk <==
export PLATFORM = sky130hd
export DESIGN_NAME = SomadorSubtratorCompleto
export DESIGN_NICKNAME = SomadorSubtratorCompleto
export VERILOG_FILES = /design/flow/design.v
export SDC_FILE = /design/flow/constraint.sdc
export NUM_CORES = 4
export LEC_CHECK = 1
export CORE_AREA = 10 10 70 70
export DIE_AREA = 0 0 80 80
==> run.sh <==
#!/bin/bash
# OpenROAD 26Q1-2900-gdf79404cd8, Yosys 0.63+post, stock flow scripts
make -C /OpenROAD-flow-scripts/flow DESIGN_CONFIG=/design/flow/config.mk WORK_HOME=/design/flow/orfs finish
==> results.cfg <==
; generated from flow reports
[floorplan]
die_w_um = 80
die_h_um = 80
coreArea_mm2 = 0.003416
io_pins = 14
fp_util = 0.05348
dieArea_mm2 = 0.006400
core.rowCount = 21

[critical_path]
worstPathCellList = clkdlybuf4s50_1, xor2_2, fa_2, inv_1, fa_1, fa_1, inv_1, clkdlybuf4s50_1
cp-startpoint = B[1]
crit_family = buffers and inverters
crit_type = in2out
worstSetupEndpointType = primary output
critical_path.max_fanout = 1
crit_path_start_kind = input pin
slowest_stage = clkdlybuf4s50_1
required_ps = 3280
arrival_ps = 3090
path_buffers = 4
critical_path.max_stage_delay_ps = 500

[synth]
top_cells_by_area = fa_1 33%, buf_4 21%, xnor2_1 14%
synth.largest_area_cell = fa_1
synth_cell_types = 7
top_logic_kind = buffers and inverters
synthesis.area_um2 = 182.7
synthXorXnorAreaFrac = 0.2397
yosys_warnings = 1
ys_sh_adder = 0.3288
yosysTopAreaCellShare = 0.3288
ys_seq_share = 0
ys_area_um2 = 182.7
yosys_cells = 20
mux_area_frac = 0.06164
yosys.area_share.simple = 0
synthAoiAreaFrac = 0
synthTopCellsByCount = 5 x buf_4, 5 x inv_1, 3 x fa_1, 3 x xnor2_1, 2 x xor2_1
synthCells = 20
syn_area_per_cell_um2 = 9.134

[sta]
fin_crit_sh = 0.9532
tightestPinTransition_ps = 241.3
setup_tns_ps = 0
finalCriticalPeriod_ps = 3908
max_freq_mhz = 255.9
rsz0062_at_grt = false
finalSetupViolations = 0
final_max_slew_viol_count = 0
hold_violations = 0
fin_ws_ps = 191.9
max_slew_margin = 0.8392

[final_layout]
logic_area_um2 = 125.1
seq_cell_count = 0
area_delta_synth_final_pct = 93.15
fillCellCount = 407
drive_above_1_share = 0.1379
finish.utilization = 0.1033
stdcell_count = 75
clockBufferCount = 0
seq_area_um2 = 0

[hold_path]
worstHoldStart = B[0]
hp-class = in2out

[placement]
dp_hpwl_um = 502.8
dp.cells = 75
gp_congestion = 0.7981
portBuffers = 14
preCtsSetupSlack_ps = 20.30

[drt]
totalWireLength_um = 526
via_per_inst = 1.773
remaining_drc_errors = 0
vias = 133
drtAntennaViolNets = 0
wl_per_cell_um = 7.013
antenna_cells = 0
drtPass1Iterations = 1
drt_iter0_drc = 0

[power_and_ir_drop]
peakVddDrop_mv = 0.03426
power.density_mw_per_mm2 = 136.5
leakage_nw = 0.1469
power_mw = 0.04815

[job]
log.warning_count = 32
maxCapViolCount = 0

[global_routing]
overflow = 0
grt_pass1_vias = 139
antenna_found_initial = 0
grt_use_total = 0.01623
grt_first_pass_wirelength_um = 807
grt_max_degree = 4

[status]
run_status = completed

[cts]
cts_setup_buffers = 0
ctsHoldBuffers = 0
worst min-delay path, cell delays in order:
cell	delay (ps)
dlymetal6s2s_1	120
xor2_1	80
clkdlybuf4s50_1	400
logic make-up after synthesis:
family | after synthesis
multiplexers | 1
buffers and inverters | 11
adder cells (fa/ha/maj) | 3
XOR/XNOR | 5
stage by stage:
stage / cell area [um2] / hold slack [ps]
global placement: 339.1 / 2596
detailed placement: 339.1 / 2604
finish: 352.8 / 2242
CTS: 337.8 / 2580
floorplan: 182.7 / 1789
global route: 352.8 / 2280
cells in the final DEF, fill, tap and decap left out:
master	instances
buf_4	1
clkdlybuf4s50_1	11
dlygate4sd2_1	1
dlymetal6s2s_1	2
fa_1	2
fa_2	1
inv_1	5
mux2_2	1
xnor2_1	3
xor2_1	1
xor2_2	1
layout make-up:
class | instances | area share
repair buffers | 15 | 0.4291
multi-input cells | 9 | 0.3546
inverters | 5 | 0.05319
well taps | 46 | 0.1631
final timing paths:
kind | to | slack, ps | depth (start not counted)
hold / removal | resultado[0] | 2240 | 3
setup / recovery | resultado[3] | 190 | 8
repair_timing:
item                       4_1_cts  5_1_grt
pin swaps                        1        2
setup endpoints to repair        1        2
gates resized                    1        4
gates cloned                     0        0
layer usage:
layer | global-route usage | routed length, um
met1 | 0.03004 | 297
met5 | 0 | 0
met4 | 0 | 0
met2 | 0.01124 | 108
met3 | 0.01250 | 121
power by group:
part | switching [mW] | internal (mW) | total (mW)
registers | 0 | 0 | 0
clock network | 0 | 0 | 0
logic | 0.0149 | 0.0332 | 0.0482
total | 0.0149 | 0.0332 | 0.0482
Power and IR drop assume default switching activity.
