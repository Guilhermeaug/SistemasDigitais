### /design/flow/constraint.sdc
current_design ComparadorMagnitude

set clk_period 1.7
set clk_io_pct 0.2

create_clock -name clk0 -period $clk_period

set non_clock_inputs [all_inputs -no_clocks]
set_input_delay [expr $clk_period * $clk_io_pct] -clock clk0 $non_clock_inputs
set_output_delay [expr $clk_period * $clk_io_pct] -clock clk0 [all_outputs]
### /design/flow/config.mk
export PLATFORM = sky130hd
export DESIGN_NAME = ComparadorMagnitude
export DESIGN_NICKNAME = ComparadorMagnitude
export VERILOG_FILES = /design/flow/design.v
export SDC_FILE = /design/flow/constraint.sdc
export NUM_CORES = 4
export LEC_CHECK = 1
export CORE_AREA = 10 10 70 70
export DIE_AREA = 0 0 80 80
### /design/flow/design.v
module ComparadorBit (
  A, B, habilita, igual, maior, menor
);
input A, B;  
input habilita;  
output igual, maior, menor;  
assign igual = habilita & (~A & ~B | A & B);
assign maior = habilita & (A & ~B);
assign menor = habilita & (~A & B);
endmodule
module ComparadorMagnitude (
  A, B, igual, maior, menor
);
input [3:0]A;
input [3:0]B; 
output igual, maior, menor;  
wire [3:0]aux_igual;
wire [3:0]aux_maior; 
wire [3:0]aux_menor;
ComparadorBit bit3 (A[3], B[3], 1, aux_igual[3], aux_maior[3], aux_menor[3]);
ComparadorBit bit2 (A[2], B[2], aux_igual[3], aux_igual[2], aux_maior[2], aux_menor[2]);
ComparadorBit bit1 (A[1], B[1], aux_igual[2], aux_igual[1], aux_maior[1], aux_menor[1]);
ComparadorBit bit0 (A[0], B[0], aux_igual[1], aux_igual[0], aux_maior[0], aux_menor[0]);
assign igual = &aux_igual;
assign maior = |aux_maior;
assign menor = |aux_menor;
endmodule
### /design/flow/run.sh
#!/bin/bash
# OpenROAD 26Q1-2900-gdf79404cd8, Yosys 0.63+post, stock flow scripts
make -C /OpenROAD-flow-scripts/flow DESIGN_CONFIG=/design/flow/config.mk WORK_HOME=/design/flow/orfs finish
==> notes.md <==
Implementation results. Share of the yosys chip area belonging to registers landed at 0%. Tally of max-capacitance violations landed at 0. Setup repair after global routing left no endpoint under its margin. Cells fill between 10% and 20% of the core in the end. Number of global-route vias before repair landed at 226.

The critical path is of the in -> out type. In the final report, the number of pins over their slew limit comes to 0. Number of antenna violations at the first check in global routing landed at 0.

The final timing report counts setup violations totalling 0. Fraction of met3 tracks used by global routing landed at 0.455%. Share of the clock period used by the worst path landed at 93.5%. The global route stage reports its total congestion overflow as 0. The number of hold buffers added after CTS was 0.

Floorplan die width landed at 80 um. OpenROAD warning count landed at 36. The flow ran to the end, and the final reports show no timing, DRC or antenna violations. For this design the top-level I/O count stands at 11.

Pre-CTS worst setup slack landed at -552 ps. Static leakage landed at 0.194 nW. Cell area after technology mapping landed at ~170 sq um.

Using the TritonRoute via totals, the vias-per-cell ratio works out to 2.36. Final tally of hold violations landed at 0. The stat command in Yosys gives a chip area of 173 sq um. Leaving out buffers and inverters, the combinational logic in the layout accounts for between 150 and 200 sq um.

STA classifies the critical path startpoint as an input port. Global routing used under 10% of the available tracks. Sorting the Yosys area breakdown by cell type puts at the top sky130_fd_sc_hd__ha_1. Weighted congestion at the end of routability-driven global placement landed at 0.688. Count of flip-flops and latches landed at 0. Final worst-path setup slack landed at 111 ps.

The share of synthesized area in the top cell type comes to 58.0%. Initial DRC count landed at 2. Warnings reported by Yosys during synthesis add up to 1. Transition time at the pin with the least slew margin landed at 121 ps. The final timing report derives a shortest allowable period of 1590 ps. Synthesis-to-layout area growth landed at 140%. The chip occupies 6400 sq um. Total of buffers placed on input and output ports landed at 11. Ranked by total cell area, the synthesized netlist is headed by sky130_fd_sc_hd__ha_1, sky130_fd_sc_hd__inv_1, sky130_fd_sc_hd__a21oi_1. In this run the power density over the cells is roughly 180 nW/um^2. Summed over all layers, the routed wires come to between 500 and 600 um.

Registers take 0 sq um. Die span in y landed at 80 um. The layer flagged by global routing as most heavily used is met2.

Number of standard-cell rows in the floorplan landed at 21. The synthesis run shows the most used standard cells to be sky130_fd_sc_hd__ha_1, sky130_fd_sc_hd__inv_1, sky130_fd_sc_hd__a21oi_1. The worst setup path is captured at an output port. Met2 demand-to-capacity share in global routing landed at 3.93%. Antenna diode instance count landed at 0.

Timing would allow up to 0.629 GHz. The pre-antenna-repair detailed-routing pass consisted of 2 iterations. Entering global routing, the biggest net connects 4 pins. Mean routed wirelength per cell landed at 6.93 um.

The highest supply drop recorded on VDD is 22.7 uV. The worst hold path belongs to the class in -> out. The critical path maximum fanout is 3. Setup TNS landed at 0 ps. Detailed placement ended at an HPWL of just over 500 um. Antenna violation net count after detailed routing landed at 0. Signal arrival time at the worst endpoint landed at around 1300 ps. The OpenROAD report gives the critical path a required time of 1360 ps. DRC violation count after routing landed at 0. Checking max transition, the worst relative margin is 91.9%. Number of vias in the routed layout landed at just over 200. Number of inserted filler cells in the final layout landed at ~390. Mean cell area of the mapped netlist landed at 7.19 sq um.

After technology mapping, the gate count stands at 24. Count of instantiated cells in the yosys netlist landed at 24. Area of the core landed at 3420 sq um. Clock buffers in the final layout number 0. Fraction of final layout cells sized beyond drive strength 1 landed at 50.0%. The global routing report lists met1 layer usage as 1.58%. Floorplan utilization landed at 5.05%.

Distinct cell type count of the synthesized netlist landed at 6. The first global-routing pass estimated 972 um of wire.
==> layout by cell type (no fill, tap or decap), drive strengths merged <==
| cell type | instances |
|---|---|
| a21oi | 4 |
| ha | 8 |
| clkbuf | 2 |
| clkdlybuf4s15 | 7 |
| nand2 | 1 |
| dlygate4sd2 | 2 |
| buf | 5 |
| o21ai | 2 |
| and4 | 1 |
| inv | 8 |
==> through the flow <==
step | area (sq um) | power, W | std cells | hold slack, ps
5_1_grt | 414 | 0.0000851 | 86 | 1260
4_1_cts | 418 | 0.0000732 | 86 | 1320
3_5_place_dp | 370 | 0.0000690 | 85 | 1870
6_report | 414 | 0.0000735 | 86 | 1210
3_3_place_gp | 370 | 0.0000677 | 85 | 1870
2_1_floorplan | 173 | 0.0000224 | 24 | 857
==> area by class of cell <==
cell class	count	area share, %
tap	46	13.9
timing repair buffer	16	34.4
inverter	8	7.25
multi-input combinational	16	44.4
==> cell families (layout without fill, tap and decap cells) <==
group | count (synthesis) | count (layout) | synth area share, %
buf+inv | 8 | 24 | 17.4
fa+ha+maj | 8 | 8 | 58.0
simple gates | 2 | 2 | 7.25
compound gates | 6 | 6 | 17.4
==> final timing paths <==
| path | startpoint | end | cells past startpoint |
|---|---|---|---|
| worst min-delay path | B[3] | menor | 5 |
| worst max-delay path | A[3] | maior | 7 |
==> report_power, final <==
group | total (W) | switching (W) | internal, W
registers | 0 | 0 | 0
logic | 0.0000735 | 0.0000297 | 0.0000438
clock network | 0 | 0 | 0
==> routing by layer <==
layer | routed length [um] | vias up
met5 | 0 | -
met4 | 0 | 0
met1 | 214 | 89
met3 | 52 | 0
li1 | - | 109
met2 | 330 | 5
==> repair_timing <==
action | in CTS | in global routing
pin swaps | 7 | 2
resized | 30 | 5
setup buffers | 1 | 0
setup endpoints to repair | 3 | 2
==> worst max-delay path: stages <==
cell and delay, ps:
sky130_fd_sc_hd__clkdlybuf4s15_2 190, sky130_fd_sc_hd__inv_2 40, sky130_fd_sc_hd__ha_4 250, sky130_fd_sc_hd__buf_4 110, sky130_fd_sc_hd__nand2_1 70, sky130_fd_sc_hd__o21ai_1 130, sky130_fd_sc_hd__clkbuf_2 120
No activity file was given, so power comes from the tool's default toggle rates.
